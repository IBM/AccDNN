$ cat /design/flow/config.mk
export PLATFORM = sky130hd
export DESIGN_NAME = busnto512
export DESIGN_NICKNAME = busnto512
export VERILOG_FILES = /design/flow/design.v
export SDC_FILE = /design/flow/constraint.sdc
export NUM_CORES = 4
export LEC_CHECK = 1
export CORE_AREA = 10 10 337 337
export DIE_AREA = 0 0 347 347
$ cat /design/flow/constraint.sdc
current_design busnto512

set clk_period 28.8
set clk_io_pct 0.2

create_clock -name clk0 -period $clk_period [get_ports {clk}]

set non_clock_inputs [all_inputs -no_clocks]
set_input_delay [expr $clk_period * $clk_io_pct] -clock clk0 $non_clock_inputs
set_output_delay [expr $clk_period * $clk_io_pct] -clock clk0 [all_outputs]
$ cat /design/flow/design.v
module busnto512(
  clk,
  rst,
  blob_din,
  blob_din_rdy,
  blob_din_en,
  blob_din_eop,
  blob_dout,
  blob_dout_rdy,
  blob_dout_en,
  blob_dout_eop
);
parameter IN_WIDTH  = 32 ;
parameter OUT_WIDTH = 512;
parameter COUNT     = 4  ;
input                                 clk;
input                                 rst;
input      [IN_WIDTH-1:0]             blob_din;
output                                blob_din_rdy;
input                                 blob_din_en;
input                                 blob_din_eop;
output     [OUT_WIDTH-1:0]            blob_dout;
input                                 blob_dout_rdy;
output                                blob_dout_en;
output                                blob_dout_eop;
reg auto_pad;
reg [COUNT-1:0] phase;
always @ (posedge clk)
begin
  if(rst)
    auto_pad <= 1'b0;
  else if(&phase)
    auto_pad <= 1'b0;
  else if(blob_din_en & blob_din_eop)
    auto_pad <= 1'b1;
  else
    auto_pad <= auto_pad;
end
always @ (posedge clk)
begin
  if(rst)
    phase <= 0;
  else if(blob_din_en | auto_pad)
	phase <= phase + 1'b1;
  else
    phase <= phase;
end
reg  [OUT_WIDTH-1:0]  blob_dout_tmp;
always @ (posedge clk)
begin
  if(rst)
    blob_dout_tmp <= 0;
  else if(blob_din_en | auto_pad)
    blob_dout_tmp <= {blob_din,blob_dout_tmp[OUT_WIDTH-1:IN_WIDTH]};
  else
    blob_dout_tmp <= blob_dout_tmp;
end
assign blob_din_rdy  = blob_dout_rdy & (~auto_pad);
assign blob_dout_en  = (blob_din_en | auto_pad) & (&phase);
assign blob_dout_eop =(blob_din_eop | auto_pad) & (&phase);
assign blob_dout = (blob_din_en | auto_pad) ? {blob_din,blob_dout_tmp[OUT_WIDTH-1:IN_WIDTH]} : 0; 
endmodule
$ cat /design/flow/run.sh
#!/bin/bash
# OpenROAD 26Q1-2900-gdf79404cd8, Yosys 0.63+post, stock flow scripts
make -C /OpenROAD-flow-scripts/flow DESIGN_CONFIG=/design/flow/config.mk WORK_HOME=/design/flow/orfs finish
==> results.py <==
# Synthesis and PnR figures
metrics = {
    "outcome": {
        "status": "complete, no violations",
    },
    "clocking": {
        "cts_buffer_depth": 3,
        "clkTransAtPathRegs_ps": 60,
        "post-cts-setup-buffers": 0,
        "cts_tree": "yes",
        "cts_hold_buffers": 0,
        "clkLatencyLatePin_ps": 640,
        "root_buffer": "clkbuf_16",
        "cts_resized": 0,
        "htree_levels": 2,
        "cts.sinks": 485,
        "cts_buffers": 57,
    },
    "worst_setup_path": {
        "worstPathArrival_ps": 9590,
        "crit_fanout": 140,
        "cp.required_ps": 23040,
        "startpoint_type": "input port",
        "crit_family": "buffers and inverters",
        "max_stage_delay_ps": 660,
        "path_cells": "clkdlybuf4s50_1, or2_4, buf_4, buf_4, buf_12, nand2_1, inv_1, clkdlybuf4s50_1",
        "crit_type": "in2out",
        "crit_buf_inv": 6,
        "slowest_stage": "buf_4",
        "endpoint_kind": "primary output",
    },
    "yosys": {
        "synth_xor_xnor_area_share": 0.000931,
        "top_cells_by_count": "nand2_1 (962), dfxtp_1 (485), a21oi_1 (482), inv_1 (480), clkbuf_1 (57)",
        "yosys.area.top_type": "dfxtp_1",
        "ys_cells": 2623,
        "syn_area_mm2": 0.0188,
        "synthCells": 2623,
        "yosysWarnings": 1,
        "synth-adder-area-share": 0.000665,
        "synthAoiAreaFrac": 0.129,
        "area_leaders": "dfxtp_1 (52%), nand2_1 (19%), a21oi_1 (13%)",
        "ys_seq_share": 0.516,
        "post-synth-top-count-cell": "nand2_1",
        "topCombFamilyByArea": "simple AND/OR/NAND/NOR gates",
        "post-synth-top-area-fraction": 0.516,
        "synth_area_per_cell_um2": 7.17,
        "edf_count": 0,
        "synth.distinct_cells": 21,
        "synth-area-yosys_mm2": 0.0188,
        "ys_sh_simple": 0.206,
        "async_flop_share": 0,
        "ys.flops": 485,
        "ys.flop_type": "dfxtp_1",
        "mux_area_frac": 0,
    },
    "routing": {
        "dr.pass1.iters": 5,
        "highest_layer": "met4",
        "wl_met3_mm": 8.18,
        "wl_per_cell_um": 18.3,
        "num_vias": 17700,
        "dr_wl_met2_mm": 36.2,
        "diodes": 0,
        "drt-initial-drc-count": 1202,
        "drc": 0,
        "wl_mm": 82.6,
        "via_per_inst": 3.92,
        "detail-route-antenna-nets": 0,
        "m1WireLength_mm": 35.4,
    },
    "place": {
        "dp_hpwl_mm": 63.4,
        "port_buffers": 551,
        "placed_cells": 4420,
        "gp_congestion": 0.920,
    },
    "timing": {
        "hold_violations": 0,
        "min_period_ps": 15350,
        "rsz0062_at_grt": "false",
        "tightest_slew_ps": 1010,
        "fin_skew_ps": 16.4,
        "slew_violations": 0,
        "clock.fmax_mhz": 65.2,
        "timing.hold.ws_ps": 449,
        "setup_violations": 0,
        "min_period_over_period": 0.533,
        "slew_headroom": 0.326,
        "setup_tns_ps": 0,
    },
    "layout": {
        "stdcell_count": 4525,
        "seq_area_mm2": 0.00971,
        "synthToLayoutAreaGrowth_pct": 44.7,
        "logic_area_mm2": 0.00633,
        "drive_gt1_frac": 0.0370,
        "fillers": 11500,
    },
    "grt": {
        "grt_max_degree": 145,
        "antenna_found_initial": 11,
        "grt_pass1_wl_mm": 119,
        "grt_usage": 0.134,
        "grt-ovfl-total": 0,
        "grt_pass1_vias": 17300,
    },
    "floorplan": {
        "ios": 552,
        "core_region_area_mm2": 0.106,
        "fp.dieW_um": 347,
        "row_count": 119,
        "fp_util": 0.178,
        "die_h_um": 347,
        "dieArea_mm2": 0.120,
    },
    "pwr": {
        "powerDensity_mw_per_mm2": 55.7,
        "ir_worst_vdd_mv": 0.0401,
        "p_leak_nw": 12.9,
        "total_power_w": 0.00152,
    },
    "min_path": {
        "min_path_type": "reg2reg",
    },
    "flow_run": {
        "maxCapViolations": 0,
        "warning_count": 29,
    },
}
-- report_power, final --
part | leakage, nW | internal (W) | switching [W]
registers | 3.92 | 0.000678 | 0.00000455
clock network | 0.966 | 0.000447 | 0.000305
logic | 8.04 | 0.0000248 | 0.0000576
-- state kept, by name, indices dropped and copies added, names as in the netlist --
| register | cells |
|---|---|
| blob_dout_tmp | 480 |
| phase | 4 |
| auto_pad | 1 |
-- logic make-up after synthesis --
| logic type | Yosys count |
|---|---|
| AND-OR/OR-AND | 484 |
| adder cells (fa/ha/maj) | 1 |
| buffers and inverters | 644 |
| flip-flops | 485 |
| AND/OR/NAND/NOR | 1007 |
| XOR/XNOR | 2 |
-- layer usage --
metal / up-vias / global-route usage
li1: 8823 / -
met1: 8198 / 0.176
met2: 623 / 0.205
met3: 96 / 0.0524
met4: 0 / 0.0391
met5: - / 0
-- stage by stage --
step                setup slack (ps)  utilization  cell area, um^2
CTS                            13530        0.258            27200
detailed placement             13540        0.239            25300
finish                         13450        0.258            27200
floorplan                      16530            -            18800
global route                   13260        0.258            27200
global placement               13540        0.239            25300
-- worst min-delay path: stages, from the launching register on --
cell	delay (ps)
dfxtp_1	300
nand2_1	50
a21oi_1	50
-- cells in the final DEF (no fill, tap or decap) --
cell type	count
clkbuf_8	18
clkbuf_1	11
and2_1	32
inv_8	1
nand2_1	962
or3_1	1
clkinvlp_4	1
and3_1	1
xnor2_1	1
bufinv_16	4
clkdlybuf4s50_1	550
inv_1	480
nor2b_1	1
ha_1	1
buf_8	1
dfxtp_1	485
o21ai_0	2
or2_4	1
nor2_4	1
nor2_1	6
clkbuf_16	57
inv_6	2
xor2_1	1
a21oi_1	482
inv_16	1
buf_12	2
nand3_1	2
buf_4	17
clkinv_4	2
clkinv_2	8
-- layout make-up --
| cell class | instances | area share |
|---|---|---|
| sequential | 485 | 0.357 |
| clock inverter | 19 | 0.00859 |
| tap | 1391 | 0.0639 |
| multi-input combinational | 1494 | 0.233 |
| inverter | 480 | 0.0662 |
| timing repair buffer | 570 | 0.209 |
| clock buffer | 86 | 0.0630 |
-- worst paths after layout --
| kind | startpoint | slack, ps | depth (start not counted) | endpoint |
|---|---|---|---|---|
| hold / removal | blob_dout_tmp[48]$_SDFFE_PP0N_ | 450 | 2 | blob_dout_tmp[48]$_SDFFE_PP0N_ |
| hold reg to reg | blob_dout_tmp[48]$_SDFFE_PP0N_ | 450 | 2 | blob_dout_tmp[48]$_SDFFE_PP0N_ |
| setup reg to reg | auto_pad$_SDFFE_PP0P_ | 24530 | 8 | blob_dout_tmp[351]$_SDFFE_PP0N_ |
| setup / recovery | blob_din_en | 13450 | 8 | blob_dout[353] |
Power figures rest on the tool's default switching activity, not on a simulated workload.
