[/design/flow/run.sh]
#!/bin/bash
# OpenROAD 26Q1-2900-gdf79404cd8, Yosys 0.63+post, stock flow scripts
make -C /OpenROAD-flow-scripts/flow DESIGN_CONFIG=/design/flow/config.mk WORK_HOME=/design/flow/orfs finish
[/design/flow/config.mk]
export PLATFORM = sky130hd
export DESIGN_NAME = busm2n
export DESIGN_NICKNAME = busm2n
export VERILOG_FILES = /design/flow/design.v
export SDC_FILE = /design/flow/constraint.sdc
export NUM_CORES = 4
export LEC_CHECK = 1
export CORE_UTILIZATION = 40
[/design/flow/constraint.sdc]
current_design busm2n

set clk_period 277.9
set clk_io_pct 0.2

create_clock -name clk0 -period $clk_period [get_ports {clk}]

set non_clock_inputs [all_inputs -no_clocks]
set_input_delay [expr $clk_period * $clk_io_pct] -clock clk0 $non_clock_inputs
set_output_delay [expr $clk_period * $clk_io_pct] -clock clk0 [all_outputs]
[/design/flow/design.v]
module busm2n(
  clk,
  rst,
  blob_din,
  blob_din_rdy,
  blob_din_en,
  blob_din_eop,
  blob_dout,
  blob_dout_rdy,
  blob_dout_en,
  blob_dout_eop
);
parameter IN_WIDTH  = 512;
parameter OUT_WIDTH = 96;
parameter COM_MUL   = 1536;
parameter IN_COUNT  = COM_MUL / IN_WIDTH;
parameter OUT_COUNT = COM_MUL / OUT_WIDTH;
parameter N         = 320;
input                                 clk;
input                                 rst;
input      [IN_WIDTH-1:0]             blob_din;
output                                blob_din_rdy;
input                                 blob_din_en;
input                                 blob_din_eop;
output     [OUT_WIDTH-1:0]            blob_dout;
input                                 blob_dout_rdy;
output                                blob_dout_en;
output                                blob_dout_eop;
reg [15:0] din_cnt;
reg auto_pad;
always @ (posedge clk)
begin
  if(rst)
    din_cnt <= 16'b0;
  else if(blob_din_en | auto_pad)
    begin
      if(din_cnt == IN_COUNT - 1)
        din_cnt <= 16'b0;
      else
        din_cnt <= din_cnt + 1;
    end
  else
    din_cnt <= din_cnt;
end
always @ (posedge clk)
begin
  if(rst)
    auto_pad <= 0;
  else if(din_cnt == IN_COUNT - 1)
    auto_pad <= 0;
  else if(blob_din_en & blob_din_eop)
    auto_pad <= 1;
  else
    auto_pad <= auto_pad;
end
assign blob_din_eop_pad = (blob_din_eop | auto_pad) & (din_cnt == IN_COUNT - 1);
reg [15:0] dout_cnt;
reg [31:0] dout_cnt_total;
always @ (posedge clk)
begin
  if(rst | (dout_cnt_total == N-1))
    dout_cnt <= 16'b0;
  else if(blob_dout_en)
    begin
      if(dout_cnt == OUT_COUNT - 1)
        dout_cnt <= 16'b0;
      else
        dout_cnt <= dout_cnt + 1;
    end
  else
    dout_cnt <= dout_cnt;
end
always @ (posedge clk)
begin
  if(rst)
    dout_cnt_total <= 32'b0;
  else if(blob_dout_en)
    begin
      if(dout_cnt_total == N-1)
        dout_cnt_total <= 32'b0;
      else
        dout_cnt_total <= dout_cnt_total + 1'b1;
    end
  else
    dout_cnt_total <= dout_cnt_total;
end
reg  [COM_MUL-1:0]  din_tmp;
generate 
  if (COM_MUL == IN_WIDTH) begin: gen_block
    always @ (posedge clk)
        begin
          if(rst)
            din_tmp <= 0;
          else if(blob_din_en | auto_pad)
            din_tmp <= blob_din;
          else if(blob_dout_en)
            din_tmp <= (din_tmp >> OUT_WIDTH);
          else
            din_tmp <= din_tmp;
        end
  end
  else begin
    always @ (posedge clk)
        begin
          if(rst)
            din_tmp <= 0;
          else if(blob_din_en | auto_pad)
            din_tmp <= {blob_din, din_tmp[COM_MUL-1:IN_WIDTH]};
          else if(blob_dout_en)
            din_tmp <= (din_tmp >> OUT_WIDTH);
          else
            din_tmp <= din_tmp;
        end
  end
endgenerate
reg last_blob_din;
always @ (posedge clk)
begin
  if (rst)
     last_blob_din <= 1'b0;
  else if (blob_din_en | auto_pad)
     last_blob_din <= blob_din_eop_pad;
  else
     last_blob_din <= last_blob_din;
end
reg trunc_en;
always @ (posedge clk)
begin
  if(rst)
      trunc_en <= 1'b0;
  else if(blob_din_eop_pad)
      trunc_en <= 1'b0;
  else if(blob_dout_eop & (~last_blob_din))
      trunc_en <= 1'b1;
  else
      trunc_en <= trunc_en;
end
reg read_write_sel;
always @ (posedge clk)
begin
  if(rst)
    read_write_sel <= 1'b0;
  else if((blob_din_en | auto_pad) & (din_cnt == IN_COUNT-1) & (~trunc_en)) 
    read_write_sel <= 1'b1;
  else if(blob_dout_en & ((dout_cnt == OUT_COUNT-1) | (dout_cnt_total == N-1)))
    read_write_sel <= 1'b0;
  else
    read_write_sel <= read_write_sel;
end
assign blob_dout = din_tmp[OUT_WIDTH-1:0];
assign blob_din_rdy = ~read_write_sel & (~auto_pad);
assign blob_dout_en = read_write_sel & blob_dout_rdy;
assign blob_dout_eop = blob_dout_en & (dout_cnt_total == N-1);
endmodule
==> results_dict.tcl <==
# yosys + openroad results
set metrics [dict create \
    cts_made_buffers 176 \
    yosys_area_um2 67700 \
    num_vias 62316 \
    die-height_um 413 \
    crit_path_frequent_cell "clkdlybuf4s50_1" \
    drtPass1Iterations 6 \
    post_cts_buffers 0 \
    vdd_drop_max_mv 0.00666 \
    finalHoldViolations 0 \
    cts.sinks 1604 \
    crit_type "input port to primary output" \
    crit_family "buffers and inverters" \
    num-fill-cells 16054 \
    critPathCaptureType "primary output" \
    register_area_um2 32100 \
    overflow 0 \
    hpwl_um 174000 \
    ys.flop_type "dfxtp_1" \
    dieArea_um2 171000 \
    status "completed" \
    finClkSkew_ns 0.0456 \
    crit_buf_inv 2 \
    clock_path_buffers 3 \
    place.port_buffers 615 \
    wl_per_cell_um 22.3 \
    ys_seq_elements 1604 \
    routed_wl_um 246000 \
    rsz0062_at_grt "no" \
    reg2regPathDepth 9 \
    route.detailed.drc 0 \
    clk_latency_ns 0.83 \
    drive_gt1_share_pct 4.12 \
    yosysWarnings 2 \
    slowest_stage "clkdlybuf4s50_1" \
    holdPathStages 2 \
    fmax_mhz 8.86 \
    cp.depth 4 \
    netlist_area_um2 67700 \
    place_congestion 0.902 \
    setup-tns-final_ns 0 \
    p_per_area_nw_per_um2 7.39 \
    syn2layout_area_growth_pct 17.3 \
    hold_start "din_tmp[236]" \
    post_cts_resized 0 \
    globalRouteTotalUtil_pct 28.9 \
    cap_violations 0 \
    pin_count 616 \
    reg2reg_to "din_tmp[572]" \
    tightest_slew_ns 0.991 \
    final_util_pct 47.4 \
    async_flop_share_pct 0 \
    tritoncts "done" \
    edf_count 0 \
    worstPathRequired_ns 222.32 \
    grt_pass1_wl_um 358000 \
    cp-start-kind "input port" \
    drv_slew 0 \
    cts_root_buffer "clkbuf_16" \
    fin_crit_sh_pct 40.6 \
    rows 150 \
    grt_pass1_vias 55236 \
    syn_avg_cell_area_um2 7.73 \
    max_stage_delay_ns 0.56 \
    reg2reg_from "read_write_sel" \
    fp_util_pct 40.4 \
    comb_area_um2 31600 \
    top_cells_by_area "dfxtp_1 47%, a311oi_1 19%, nand2_1 16%" \
    antenna_found_initial 39 \
    cts.htree.levels 4 \
    largest_area_cell "dfxtp_1" \
    yosys_cells 8751 \
    clkTransAtPathRegs_ns 0.06 \
    hold_slack_ns 0.452 \
    leakage_uw 0.0280 \
    period_needed_ns 112.86 \
    avgViaCountPerCell 5.64 \
    holdPathEnd "din_tmp[140]" \
    crit_path_max_fanout 11 \
    synthCells 8751 \
    synth_cell_types 39 \
    hp-class "flip-flop to flip-flop" \
    core_um2 168000 \
    crit_chain "clkdlybuf4s50_1, nand2_1, nor3_1, clkdlybuf4s50_1" \
    slew_headroom_pct 33.7 \
    crit_arrival_ns 57.28 \
    die_w_um 413 \
    ant_nets 0 \
    top_area_share_pct 47.4 \
    drtIter0Drc 6761 \
    grt_max_degree 194 \
    yosysSeqAreaShare_pct 47.4 \
    reg2reg_slack_ns 272.53 \
    warnings 69 \
    finalSetupViolCount 0 \
    ctsHoldBuffers 0 \
]
worst register-to-register path: stages (launching register included):
cell      delay, ns
dfxtp_1        0.45
nand2_1        0.34
nand2_4        0.44
buf_12         0.60
buf_4          0.82
buf_4          0.68
buf_4          0.79
buf_4          0.77
nor2_1         0.13
a311oi_1       0.26
flip-flops by register name (all words and copies together), names as in the netlist:
name / flops
dout_cnt: 16
last_blob_din: 1
auto_pad: 1
dout_cnt_total: 32
din_tmp: 1536
din_cnt: 16
read_write_sel: 1
trunc_en: 1
layer usage:
layer	GRT usage, %	part of all wire, %	up-vias
met5	0	0.090	-
met3	8.70	9.4	310
met4	7.86	3.3	34
met1	44.0	44	29583
li1	-	-	30451
met2	40.8	43	1938
power breakdown:
| group | switching (uW) | internal (uW) |
|---|---|---|
| Clock | 101 | 135 |
| Combinational | 48.7 | 29.5 |
| Sequential | 20.9 | 251 |
| Total | 170 | 416 |
synthesized netlist by cell type, types with 5 or more instances:
library cell and instances:
nand2_1 2907, dfxtp_1 1604, nor2_1 1528, a311oi_1 1440
clkbuf_1 712, buf_4 96, buf_2 65, buf_1 64
a22oi_1 50, a22o_1 46, a21oi_1 23, xnor2_1 22
o21ai_0 19, nand4_1 18, nor3_1 18, nor4_1 17
nand3_1 16, or3_1 15, or4_1 15, xor2_1 13
inv_1 12, o31ai_1 12, and4_1 8, a211oi_1 5
worst max-delay path by stage:
| stage | start | slack (ns) | to |
|---|---|---|---|
| CTS | blob_dout_rdy | 165.04 | blob_dout_eop |
| global route | blob_dout_rdy | 164.93 | blob_dout_eop |
| finish | blob_dout_rdy | 165.04 | blob_dout_eop |
through the flow:
| step | instances | power, uW | setup WS [ns] | area (um2) |
|---|---|---|---|---|
| 6_report | 11049 | 587 | 165.04 | 79400 |
| 5_1_grt | 11039 | 611 | 164.93 | 79400 |
| 4_1_cts | 11037 | 590 | 165.04 | 79400 |
| 3_5_place_dp | 10724 | 355 | 165.06 | 73500 |
| 3_3_place_gp | 10724 | 353 | 165.05 | 73500 |
| 2_1_floorplan | 8751 | 321 | 166.28 | 67700 |
final cells by class:
type / count / share of cell area, %
Antenna cell: 12 / 0.0378
Clock buffer: 271 / 6.55
Clock inverter: 42 / 0.811
Inverter: 13 / 0.0614
Multi-Input combinational cell: 6197 / 39.8
Sequential cell: 1604 / 40.4
Tap cell: 2204 / 3.47
Timing Repair Buffer: 706 / 8.84
cell families (layout without fill, tap and decap cells):
family                     Yosys count  in the layout  synth area share, %
buffers and inverters              950           1032                 5.92
DFF                               1604           1604                 47.4
and+or+nand+nor                   4555           4555                 25.7
other                                0             12                    0
adders and majority gates            4              4               0.0739
xor gates and xnor gates            35             35                0.453
AOI/OAI and AO/OA                 1603           1603                 20.4
cell usage in the layout (no fill, tap or decap), types with 11 or more instances in the layout:
cell and n:
inv_1 12, nand4_1 18, or4_1 15, a21oi_1 23, nand3_1 16, clkbuf_16 176
o21ai_0 19, nor2_1 1526, clkbuf_1 51, xnor2_1 22, or3_1 15, a22oi_1 50
nor4_1 17, o31ai_1 11, buf_12 14, diode_2 12, dfxtp_1 1604, nor3_1 18
clkinv_2 16, a311oi_1 1440, xor2_1 13, buf_4 77, a22o_1 46, clkdlybuf4s50_1 614
nand2_1 2906, clkbuf_8 44
No activity file was given, so power comes from the tool's default toggle rates.
